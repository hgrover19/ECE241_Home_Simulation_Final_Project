File: design/flow/config.mk
export PLATFORM = sky130hd
export DESIGN_NAME = transmit
export DESIGN_NICKNAME = transmit
export VERILOG_FILES = /design/flow/design.v
export SDC_FILE = /design/flow/constraint.sdc
export NUM_CORES = 4
export LEC_CHECK = 1
export CORE_UTILIZATION = 30
File: design/flow/constraint.sdc
current_design transmit

set clk_period 2.9
set clk_io_pct 0.2

create_clock -name clk0 -period $clk_period [get_ports {clk}]
create_clock -name clk1 -period $clk_period [get_ports {ps2_clk}]

set non_clock_inputs [all_inputs -no_clocks]
set_input_delay [expr $clk_period * $clk_io_pct] -clock clk0 $non_clock_inputs
set_output_delay [expr $clk_period * $clk_io_pct] -clock clk0 [all_outputs]
File: design/flow/design.v
module transmit (
 hex_out0, 		 
 hex_out1, 		 
 hex_out2, 		 
 hex_out3, 		 
 hex_out4, 		 
 hex_out5, 		 
 x_value,		 
 y_value,		 
 b_value,		 
 xy_counter,	 
 xyb_stop,		 
 enable_send,   
 clk,				 
 reset,			 
 ps2_clk, 		 
 ps2_data,	 	 
 LEDR  
);
 input ps2_clk;
 input ps2_data;
 input reset;
 input clk;
 input enable_send;
 output reg [6:0] hex_out0 ;
 output reg [6:0] hex_out1 ;
 output reg [6:0] hex_out2 ;
 output reg [6:0] hex_out3 ;
 output reg [6:0] hex_out4 ;
 output reg [6:0] hex_out5;
 output reg [6:0] xy_counter; 
 output reg [8:0] x_value;
 output reg [8:0] y_value;
 output reg [7:0] b_value;
 output reg xyb_stop;
 output reg [3:0] LEDR;  
 reg [2:0] counter_xy;	 
 reg [2:0] state_value_y; 
 reg [2:0] state_value_x; 
 reg [8:0] x_first;		 
 reg [8:0] x_second;		 
 reg [8:0] y_first;		 
 reg [8:0] y_second;		 
 reg [32:0] xyb_value;	 
 reg PSCLK;					 
 reg [8:0] PS; 			 
 reg PSO;   				 
 parameter HEX_0 = 7'b1000000;		 
 parameter HEX_1 = 7'b1111001;		 
 parameter HEX_2 = 7'b0100100;		 
 parameter HEX_3 = 7'b0110000;		 
 parameter HEX_4 = 7'b0011001;		 
 parameter HEX_5 = 7'b0010010;		 
 parameter HEX_6 = 7'b0000010;		 
 parameter HEX_7 = 7'b1111000;		 
 parameter HEX_8 = 7'b0000000;		 
 parameter HEX_9 = 7'b0011000;		 
 parameter HEX_10 = 7'b0001000;		 
 parameter HEX_11 = 7'b0000011;		 
 parameter HEX_12 = 7'b1000110;		 
 parameter HEX_13 = 7'b0100001;		 
 parameter HEX_14 = 7'b0000110;		 
 parameter HEX_15 = 7'b0001110;		 
 parameter zero   = 7'b1111111;		 
 parameter right = 7'b0101111;       
 parameter left = 7'b1000111;			 
 parameter middle = 7'b0101011;		 
 parameter dash = 7'b0111111; 		 
 parameter tee =  7'b1111000;			 
 parameter you = 7'b1000001;         
 parameter pee = 7'b0001100;         
 parameter load_value_y1 = 3'b000;
 parameter load_value_y2 = 3'b001;
 parameter test_sign_y = 3'b010;
 parameter compare_up = 3'b011;
 parameter compare_down = 3'b100;
 parameter no_change_y = 3'b101;
 parameter load_value_x1 = 3'b000;
 parameter load_value_x2 = 3'b001;
 parameter test_sign_x = 3'b010;
 parameter compare_left = 3'b011;
 parameter compare_right = 3'b100;
 parameter no_change_x = 3'b101;
wire sync_time = (xy_counter < 7'd32)? 1'b0 : 1'b1;  
 always @(negedge enable_send or posedge ps2_clk) begin
 	if  (!enable_send)
	begin
	xy_counter = 7'b0;  
	end
	else begin
	if ( sync_time) 
	xy_counter = 7'b0;
	else
	xy_counter = xy_counter + 1;
	end
	end
 always @ (negedge enable_send or negedge ps2_clk) begin
 if (!enable_send) begin xyb_stop = 0 ; end
 else
 case (xy_counter)
		7'd0	: begin xyb_value[0] = ps2_data ; xyb_stop = 0; end  
		7'd1	: begin xyb_value[1] = ps2_data ; xyb_stop = 0; end  
		7'd2	: begin xyb_value[2] = ps2_data ; xyb_stop = 0; end  
		7'd3	: begin xyb_value[3] = ps2_data ; xyb_stop = 0; end  
		7'd4	: begin xyb_value[4] = ps2_data ; xyb_stop = 0; end  
		7'd5	: begin xyb_value[5] = ps2_data ; xyb_stop = 0; end  
		7'd6	: begin xyb_value[6] = ps2_data ; xyb_stop = 0; end  
		7'd7	: begin xyb_value[7] = ps2_data ; xyb_stop = 0; end  
		7'd8	: begin xyb_value[8] = ps2_data ; xyb_stop = 0; end  
		7'd9	: begin xyb_value[9] = ps2_data ; xyb_stop = 0; end  
		7'd10	: begin xyb_value[10] = ps2_data ; xyb_stop = 0; end  
		7'd11	: begin xyb_value[11] = ps2_data ; xyb_stop = 0; end  
		7'd12	: begin xyb_value[12] = ps2_data ; xyb_stop = 0; end  
		7'd13	: begin xyb_value[13] = ps2_data ; xyb_stop = 0; end  
		7'd14	: begin xyb_value[14] = ps2_data ; xyb_stop = 0; end  
		7'd15	: begin xyb_value[15] = ps2_data ; xyb_stop = 0; end  
		7'd16	: begin xyb_value[16] = ps2_data ; xyb_stop = 0; end  
		7'd17	: begin xyb_value[17] = ps2_data ; xyb_stop = 0; end  
		7'd18	: begin xyb_value[18] = ps2_data ; xyb_stop = 0; end  
		7'd19	: begin xyb_value[19] = ps2_data ; xyb_stop = 0; end  
		7'd20	: begin xyb_value[20] = ps2_data ; xyb_stop = 0; end  
		7'd21	: begin xyb_value[21] = ps2_data ; xyb_stop = 0; end  
		7'd22	: begin xyb_value[22] = ps2_data ; xyb_stop = 0; end  
		7'd23	: begin xyb_value[23] = ps2_data ; xyb_stop = 0; end  
		7'd24	: begin xyb_value[24] = ps2_data ; xyb_stop = 0; end  
		7'd25	: begin xyb_value[25] = ps2_data ; xyb_stop = 0; end  
		7'd26	: begin xyb_value[26] = ps2_data ; xyb_stop = 0; end  
		7'd27 : begin xyb_value[27] = ps2_data ; xyb_stop = 0; end  
		7'd28	: begin xyb_value[28] = ps2_data ; xyb_stop = 0; end  
		7'd29	: begin xyb_value[29] = ps2_data ; xyb_stop = 0; end  
		7'd30	: begin xyb_value[30] = ps2_data ; xyb_stop = 0; end  
		7'd31	: begin xyb_value[31] = ps2_data ; xyb_stop = 0; end  
		7'd32	: begin xyb_value[32] = ps2_data ; xyb_stop = 1; end  
		endcase
		end
	always @ ( posedge clk ) begin
		if (xyb_stop) begin
		 b_value [7:0] <= xyb_value [8:1];
		 x_value [8:0] <= xyb_value [19:11];
		 y_value [8:0] <= xyb_value [30:22];
		 end	
	 end
	 always @  ( posedge clk or negedge enable_send ) begin
	 if (!enable_send) begin
	 hex_out5 = dash;
	 hex_out4 = dash;
	 end
	 else
	 case (b_value [3:0])  
	 4'b1100: begin  hex_out5 = HEX_11; hex_out4 = middle; end  
	 4'b1010: begin  hex_out5 = HEX_11; hex_out4 = right; end   
	 4'b1001: begin  hex_out5 = HEX_11; hex_out4 = left; end  
	 4'b1000: begin  hex_out5 = dash; hex_out4 = dash; end  
	 endcase
	 end
 always @ ( posedge xyb_stop ) begin
	if (!reset) begin counter_xy = 2'b0; end	
		else 
		counter_xy = counter_xy +1;
	 end
 always @	( posedge clk or negedge enable_send ) begin
	if  (!enable_send)
	begin
	state_value_x = load_value_x1;
	x_first = 8'b1;
	x_second = 8'b1;
	hex_out3 = dash;
	hex_out2 = dash;
	end
	else
	case (state_value_x)
	load_value_x1:  
	begin
	 if (!counter_xy[0])
	 x_first = x_value;	 
	 else 	 
	 state_value_x = load_value_x2;
	 end
	 load_value_x2: 
	 begin
	 if (counter_xy[0] & xyb_stop )
	 x_second = x_value;  
	 else
	 state_value_x = test_sign_x;
	 end
	 test_sign_x: 
	 begin
	 if (x_first[8] & x_second[8])  
	  state_value_x = compare_left;
	  else if
	   (!x_first[8] & x_second[8] )  
		state_value_x = compare_left;
		else if
		(x_first[8] & !x_second[8])  
		state_value_x = compare_right ;
		else if
		(!x_first[8] & !x_second[8])  
	   state_value_x = compare_right;
		else 
		state_value_x = test_sign_x;  
		end
		compare_right:  
		begin				
		hex_out3 = right;
		hex_out2 = tee;
	   state_value_x = no_change_x;
		end
		compare_left:  
		begin
		hex_out3 = left;
		hex_out2 = HEX_15;
		state_value_x = no_change_x;
		end
		no_change_x:
		begin
		if (!counter_xy[0])
		state_value_x = load_value_x1;
		else
		state_value_x = no_change_x;		
		end
		endcase
		end
always @(posedge clk or negedge enable_send) begin
   if (!enable_send) begin
      LEDR[0] = 1'b0;
      LEDR[1] = 1'b0;
      LEDR[2] = 1'b0;
      LEDR[3] = 1'b0;
   end else begin
      case (state_value_x)  
         compare_left: begin
            LEDR[0] = 1'b1;
            LEDR[1] = 1'b0;
            LEDR[2] = 1'b0;
            LEDR[3] = 1'b0;
         end
         compare_right: begin
            LEDR[0] = 1'b0;
            LEDR[1] = 1'b1;
            LEDR[2] = 1'b0;
            LEDR[3] = 1'b0;
         end
         no_change_x: begin
            LEDR[0] = x_value[8] ? 1'b1 : 1'b0;
            LEDR[1] = x_value[8] ? 1'b0 : 1'b1;
            LEDR[2] = 1'b0;
            LEDR[3] = 1'b0;
         end
         default: begin
            LEDR[0] = 1'b0;
            LEDR[1] = 1'b0;
            LEDR[2] = 1'b0;
            LEDR[3] = 1'b0;
         end
      endcase
   end
end
 endmodule		
File: design/flow/run.sh
#!/bin/bash
# OpenROAD 26Q1-2900-gdf79404cd8, Yosys 0.63+post, stock flow scripts
make -C /OpenROAD-flow-scripts/flow DESIGN_CONFIG=/design/flow/config.mk WORK_HOME=/design/flow/orfs finish
==> results_dict.tcl <==
# yosys + openroad results
set metrics [dict create \
    slowest_stage "dfrtn_1" \
    cp.required_ns 2.32 \
    rsz0062_at_grt "true" \
    io_pins 85 \
    status "finished, final reports clean" \
    grt_antenna_before_repair 0 \
    gp_congestion 0.829 \
    cp_cell_sequence "buf_2" \
    setup_viol 0 \
    hpwl_mm 3.69 \
    area_delta_synth_final_pct 31.8 \
    met2RoutedLength_mm 2.42 \
    netlist_instances 229 \
    die_width_um 105 \
    r2r-end "xyb_value[4]$_DFFE_NP_" \
    ff2ff_setup_slack_ns 0.06 \
    chipArea_um2 11100 \
    cp-start-kind "register" \
    clock_skew_ns 0.0716 \
    drive_above_1_share_pct 16.0 \
    grt_pass1_vias 1872 \
    met1_length_mm 2.51 \
    leakage_nw 1.75 \
    rr_worst_depth 4 \
    path_class "reg -> out" \
    p_comb_share_pct 3.6 \
    endpoint "xyb_stop" \
    clkTransAtPathRegs_ns 0.08 \
    fp_util_pct 31.0 \
    num_antenna_cells 0 \
    path_depth 1 \
    portBuffers 58 \
    dp_cells 425 \
    finalMaxSlewViolations 0 \
    grt_pass1_wl_mm 8.99 \
    core_area_um2 10300 \
    crit_family "flip-flops" \
    slowest_delay_ns 0.46 \
    warnings 58 \
    via_count 1911 \
    ys_seq_elements 80 \
    untimed_endpoints 1 \
    min_path_type "in -> async" \
    pwr-share-seq_pct 54.4 \
    total_power_mw 2.23 \
    cts_tree "done" \
    grt_max_degree 32 \
    highest_layer "met4" \
    critPathMaxFanout 2 \
    first_iter_violations 112 \
    grt_use_total_pct 10.6 \
    p_switching_uw 534 \
    switching_share_pct 24.0 \
    cell_internal_pwr_mw 1.69 \
    final_antenna_net_count 0 \
    wl_met3_um 310 \
    wl_per_cell_um 11.3 \
    die_h_um 105 \
    syn_area_um2 3200 \
    avgSynthCellArea_um2 14.0 \
    synth_cell_types 37 \
    overflow 0 \
    rows 37 \
    cp.arrival_ns 2.32 \
    ys_cells 229 \
    yosysChipArea_um2 3200 \
    ctsHoldBuffers 0 \
    drv_cap 0 \
    firstDrtPassIters 4 \
    unclocked_regs 1 \
    r2r-start "xy_counter[1]$_DFF_PN0_" \
    path_buffers 1 \
    utilization_pct 40.8 \
    startpoint "xyb_stop$_DFFE_NN0P_" \
    clkPwrFrac_pct 42.0 \
    viasPerCell 4.09 \
    ys_seq_share_pct 70.9 \
    drc 0 \
    wl_mm 5.29 \
    max-vdd-ir-drop_uv 267 \
    hold_viol_final 0 \
    p_per_area_nw_per_um2 528 \
    end_kind "output pin" \
    fin_cells 467 \
    ys_warn_count 15 \
]
==> area by class of cell <==
cell class,instances,area (um2)
fill,970,6110
sequential,80,2270
multi-input combinational,127,737
timing repair buffer,75,711
tap,136,170
clock buffer,11,163
clock inverter,31,139
inverter,7,26.3
==> registers in the layout, indices dropped and copies added, names as in the netlist <==
name / flops
LEDR: 2
xyb_stop: 1
hex_out5: 1
y_value: 9
hex_out2: 2
x_value: 9
x_second: 1
hex_out3: 3
state_value_x: 6
xy_counter: 7
counter_xy: 1
b_value: 8
hex_out4: 4
xyb_value: 26
==> timing repair <==
item	in CTS	in global routing
resized	6	9
cloned	0	0
setup buffers	0	1
endpoints found under the setup margin	27	17
pin swaps	0	2
==> metrics by stage <==
stage / setup slack (ns) / cell area, um2 / TNS, ns / hold slack [ns]
after floorplan: -0.0719 / 3290 / -0.0748 / 0.284
after global placement: -0.638 / 3880 / -15.10 / 0.431
after detailed placement: -0.672 / 3880 / -15.82 / 0.433
after CTS: -0.00162 / 4190 / -0.00162 / 0.447
after global routing: -0.0535 / 4210 / -0.0877 / 0.310
final: 0.00492 / 4210 / 0 / 0.303
==> worst min-delay path by stage <==
stage                from                       to  slack (ns)
CTS           enable_send  xy_counter[4]$_DFF_PN0_        0.45
finish        enable_send  xy_counter[4]$_DFF_PN0_        0.30
global route  enable_send  xy_counter[4]$_DFF_PN0_        0.31
==> cell families after synthesis <==
logic type,Yosys count,synth area share [%]
flip-flops,80,70.9
other,2,0.235
XOR/XNOR,3,0.822
AND-OR/OR-AND,21,4.23
adder cells (fa/ha/maj),4,1.57
AND/OR/NAND/NOR,73,12.3
buffers and inverters,46,9.94
==> cell usage in the layout, fill, tap and decap left out, drive strengths merged, types with 6 or more instances in the layout <==
master / count
a21o: 6
and2: 9
buf: 18
clkbuf: 12
clkdlybuf4s50: 56
conb: 26
dfrtp: 18
dfstp: 8
edfxtp: 52
inv: 37
nand3: 6
nor2: 30
o21ai: 7
==> cells in the mapped netlist, drive strengths merged <==
cell | n | area share, %
xor2 | 1 | 0.27
nor4b | 1 | 0.74
a21o | 6 | 1.4
buf | 38 | 9.0
o21ai | 7 | 1.1
a2bb2oi | 1 | 0.27
and4 | 1 | 0.27
nor3b | 3 | 0.70
and3 | 1 | 0.20
o31ai | 1 | 0.23
nor4 | 2 | 0.39
nand4 | 1 | 0.20
conb | 2 | 0.23
ha | 4 | 1.6
or4b | 1 | 0.31
nand3 | 6 | 0.94
or2 | 2 | 0.39
edfxtp | 52 | 49
a21boi | 2 | 0.47
nand2b | 3 | 0.59
a211o | 1 | 0.27
inv | 8 | 0.94
dfstp | 8 | 6.6
nor2 | 30 | 3.5
nand2 | 4 | 0.47
nor2b | 5 | 0.98
a21oi | 3 | 0.47
and2 | 9 | 1.8
dfrtp | 18 | 14
nor3 | 3 | 0.47
dfxtp | 1 | 0.63
dfrtn | 1 | 0.78
xnor2 | 2 | 0.55
nand4bb | 1 | 0.35
==> per-layer routing <==
| metal | track usage, % | up-vias |
|---|---|---|
| met5 | 0 | - |
| met4 | 2.11 | 0 |
| met3 | 3.22 | 5 |
| met2 | 15.8 | 75 |
| met1 | 16.4 | 901 |
| li1 | - | 930 |
==> power by group through the flow <==
stage / Combinational [mW] / Sequential, mW / Clock [mW]
CTS: 0.0783 / 1.21 / 0.974
global route: 0.0906 / 1.21 / 1.05
finish: 0.0794 / 1.21 / 0.935
==> worst register-to-register path, delay by kind of cell, from the launching register on <==
| kind | cells | cell delay, ns |
|---|---|---|
| DFF | 1 | 0.45 |
| and+or+nand+nor | 1 | 0.33 |
| buffers and inverters | 2 | 0.17 |
| adders and majority gates | 1 | 0.16 |
Power figures rest on the tool's default switching activity, not on a simulated workload.
