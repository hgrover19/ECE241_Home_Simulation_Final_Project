==> /design/flow/design.v <==
module keyboardAttempt4 (  
 hex0_out, 		 
 hex1_out, 		 
 hex2_out, 		 
 hex3_out, 		 
 hex4_out, 		 
 hex5_out, 		 
 clk		, 		 
 ps_clk 	, 		 
 ps_data	, 		 
 gpio,				 
 toFSM
 );			 
 input clk;
 input ps_data;
 input ps_clk;
 wire thereIsAClap = 1'b1;  
 output[9:0] gpio;
 output[6:0] hex0_out ;
 output[6:0] hex1_out ;
 output[6:0] hex2_out ;
 output[6:0] hex3_out ;
 output[6:0] hex4_out ;
 output[6:0] hex5_out ;
  output [1:0] toFSM;  
 reg [1:0] regToFSM;  
 reg [9:0] gpio;
 reg [6:0] hex4_out ;  
 reg [6:0] hex5_out ;
 reg [13:0] hex_out ;
 reg [7:0] counter;
 reg [10:0] data;
 reg valid;
 reg cnt;
 reg cnt2;
 parameter HEX_0 = 14'b11111111000000;		 
 parameter HEX_1 = 14'b11111111111001;		 
 parameter HEX_2 = 14'b11111110100100;		 
 parameter HEX_3 = 14'b11111110110000;		 
 parameter HEX_4 = 14'b11111110011001;		 
 parameter HEX_5 = 14'b11111110010010;		 
 parameter HEX_6 = 14'b11111110000010;		 
 parameter HEX_7 = 14'b11111111111000;		 
 parameter HEX_8 = 14'b11111110000000;		 
 parameter HEX_9 = 14'b11111110011000;		 
 parameter HEX_a = 14'b11111110001000;		 
 parameter HEX_b = 14'b11111110000011;		 
 parameter HEX_c = 14'b11111111000110;		 
 parameter HEX_d = 14'b11111110100001;		 
 parameter HEX_e = 14'b11111110000110;		 
 parameter HEX_f = 14'b11111110001110;		 
 parameter HEX_g = 14'b01100101000110;		 
 parameter HEX_h = 14'b11111110001001;		 
 parameter HEX_i = 14'b10001101110110;		 
 parameter HEX_j = 14'b11111101100000;		 
 parameter HEX_k = 14'b01101010001011;		 
 parameter HEX_l = 14'b11111111000111; 	 
 parameter HEX_m = 14'b10110001001100;		 
 parameter HEX_n = 14'b11100010001011;		 
 parameter HEX_o = 14'b11100001000110;		 
 parameter HEX_p = 14'b11111110001100;		 
 parameter HEX_q = 14'b11101111000000;		 
 parameter HEX_r = 14'b01001000001110;		 
 parameter HEX_s = 14'b01100100010110;		 
 parameter HEX_t = 14'b10011101111110;		 
 parameter HEX_u = 14'b11111111000001;		 
 parameter HEX_v = 14'b11011011011011;		 
 parameter HEX_w = 14'b11000011000011; 	 
 parameter HEX_x = 14'b01101010010011; 	 
 parameter HEX_y = 14'b01111010011011; 	 
 parameter HEX_z = 14'b01101000100110;		 
 parameter HEX_en = 14'b01010110000110; 	 
 parameter HEX_ec = 14'b10001100000110;	 
 parameter HEX_bs = 14'b00100100000011;	 
 parameter left =  14'b01100000111111;		 
 parameter right = 14'b01111110000110;		 
 parameter up   =  14'b10011001011000;		 
 parameter down =  14'b10000111100001;		 
 parameter off   = 7'b1111111;		 
wire cnt1 = (counter >= 8'd11 )? 1'b1 : 1'b0;
	 always @ (negedge ps_clk or posedge cnt1 )
	 begin 
		if (cnt1)
		begin
			counter <= 0;
			cnt <= 1;
		end
			else
		begin
			counter <= counter + 1;
			cnt <= 0;
		end	
	end
always @ (negedge ps_clk or  posedge cnt )
 begin
 if (cnt) begin  valid <= 1; end
 else
 case (counter)
		8'd0	: begin valid = 1; data[0] = ps_data; end  
		8'd1	: begin valid = 0; data[1] = ps_data; end  
		8'd2	: begin valid = 0; data[2] = ps_data; end  
		8'd3	: begin valid = 0; data[3] = ps_data; end  
		8'd4	: begin valid = 0; data[4] = ps_data; end  
		8'd5	: begin valid = 0; data[5] = ps_data; end  
		8'd6	: begin valid = 0; data[6] = ps_data; end  
		8'd7	: begin valid = 0; data[7] = ps_data; end  
		8'd8	: begin valid = 0; data[8] = ps_data; end  
		8'd9	: begin valid = 1; data[9] = ps_data; end  
		8'd10 : begin valid = 1; data[10] = ps_data; end  
		8'd11	: begin valid = 1; end 
		8'd12	: begin valid = 1; end
	endcase
end
 always @(posedge clk )	
	begin
		hex_out = 14'b11111111111111;    
		if (data[8:1] == 8'b01000101) begin		
		 hex_out <= HEX_0; 
		 end
		 else		 
		 if (data[8:1] == 8'b00010110) begin	
		 hex_out <= HEX_1; 
		 end
		 else
		 if (data[8:1] == 8'b00011110) begin  
		 hex_out <= HEX_2; 
		 end
		 else
		 if (data[8:1] == 8'b00100110) begin 
		 hex_out <= HEX_3; 
		 end 
		 else 
		 if (data[8:1] == 8'b00100101) begin
		  hex_out <= HEX_4; 
		 end
		 else
		 if (data[8:1] == 8'b00101110) begin 
		 hex_out <= HEX_5; 
		 end
		 else
		 if (data[8:1] == 8'b00110110) begin
		 hex_out <= HEX_6; 
		 end
		 else
		 if (data[8:1] == 8'b00111101) begin
		 hex_out <= HEX_7; 
		 end
		 else
		 if (data[8:1] == 8'b00111110) begin
		 hex_out <= HEX_8;
		 end
		 else
		 if (data[8:1] == 8'b01000110) begin  
		 hex_out <= HEX_9; 
		 end
		else
		if (data[8:1] == 8'b00011100) begin   
		hex_out <= HEX_a; 
		end
		else
		if (data[8:1] == 8'b00110010) begin
		hex_out <= HEX_b;
		end
		else
		if (data[8:1] == 8'b00100001) begin  
		hex_out <= HEX_c; 
		end
		else
		if (data[8:1] == 8'b00100011) begin  
		hex_out <= HEX_d; 
			regToFSM[0] = 1'b1;  
			if(thereIsAClap == 1'b1) begin
				 regToFSM[1] = 1'b1;
			end else begin
				 regToFSM[1] = 1'b0;
			end
		end
		if (data[8:1] == 8'b00100100) begin  
		hex_out <= HEX_e; 
		end
		else
		if (data[8:1] == 8'b00101011) begin  
		hex_out <= HEX_f; 
		end
		else
		if (data[8:1] == 8'b00110100) begin  
		hex_out <= HEX_g; 
		end
		else
		if (data[8:1] == 8'b00110011) begin  
		hex_out <= HEX_h; 
		end
		else
		if (data[8:1] == 8'b01000011) begin  
		hex_out <= HEX_i; 
		end
		else
		if (data[8:1] == 8'b00111011) begin  
		hex_out <= HEX_j; 
		end
		else
		if (data[8:1] == 8'b01000010) begin  
		hex_out <= HEX_k; 
		end
		else 
		if (data[8:1] == 8'b01001011) begin  
		hex_out <= HEX_l; 
		 regToFSM[0] = 1'b0;  
			if(thereIsAClap == 1'b1) begin
				 regToFSM[1] = 1'b1;
			end else begin
				 regToFSM[1] = 1'b0;
			end
		end
		else
		if (data[8:1] == 8'b00111010) begin  
		hex_out <= HEX_m; 
		end
		else
		if (data[8:1] == 8'b00110001) begin  
		hex_out <= HEX_n; 
		end
		else
		if (data[8:1] == 8'b01000100) begin  
		hex_out <= HEX_o; 
		end
		else
		if (data[8:1] == 8'b01001101) begin  
		hex_out <= HEX_p; 
		end
		else
		if (data[8:1] == 8'b00010101) begin  
		hex_out <= HEX_q; 
		end
		else
		if (data[8:1] == 8'b00101101) begin  
		hex_out <= HEX_r; 
		end
		else
		if (data[8:1] == 8'b00011011) begin  
		hex_out <= HEX_s; 
		end
		if (data[8:1] == 8'b00101100) begin  
		hex_out <= HEX_t; 
		end
		else
		if (data[8:1] == 8'b00111100) begin  
		hex_out <= HEX_u; 
		end
		else
		if (data[8:1] == 8'b00101010) begin  
		hex_out <= HEX_v; 
		end
		else
		if (data[8:1] == 8'b00011101) begin  
		hex_out <= HEX_w; 
		end
		else
		if (data[8:1] == 8'b00100010) begin  
		hex_out <= HEX_x; 
		end
		else
		if (data[8:1] == 8'b00110101) begin  
		hex_out <= HEX_y; 
		end
		else
		if (data[8:1] == 8'b00011010) begin  
		hex_out <= HEX_z; 
		end
		else
		if (data[8:1] == 8'b01101011) begin  
		hex_out <= right; 
		end
		else
		if (data[8:1] == 8'b01110100) begin  
		hex_out <= left; 
		end
	   if (data[8:1] == 8'b01110101) begin  
		hex_out <= up; 
		end
		else
		if (data[8:1] == 8'b01110010) begin  
		hex_out <= down; 
		end
		else
		if (data[8:1] == 8'b01011010) begin  
		hex_out <= HEX_en; 
		end
	   if (data[8:1] == 8'b01110110) begin  
		hex_out <= HEX_ec; 
		end
		else
		if (data[8:1] == 8'b01100110) begin  
		hex_out <= HEX_bs; 
		end
	end
always gpio[0] <= valid;
always gpio[1] <= ps_clk;
always gpio[2] <= ps_data;
always gpio[3] <= cnt;
always gpio[4] <= cnt1;
always gpio[5] <= counter[0];
always gpio[6] <= counter[1];
always gpio[7] <= counter[2];
always gpio[8] <= counter[3];
always gpio[9] <= counter[4];
assign toFSM[1:0] = regToFSM[1:0];  
always hex4_out <= hex_out[6:0];  
always hex5_out <= hex_out[13:7];  
assign hex0_out = off;
assign hex1_out = off;
assign hex2_out = off;
assign hex3_out = off;
endmodule
==> /design/flow/run.sh <==
#!/bin/bash
# OpenROAD 26Q1-2900-gdf79404cd8, Yosys 0.63+post, stock flow scripts
make -C /OpenROAD-flow-scripts/flow DESIGN_CONFIG=/design/flow/config.mk WORK_HOME=/design/flow/orfs finish
==> /design/flow/config.mk <==
export PLATFORM = sky130hd
export DESIGN_NAME = keyboardAttempt4
export DESIGN_NICKNAME = keyboardAttempt4
export VERILOG_FILES = /design/flow/design.v
export SDC_FILE = /design/flow/constraint.sdc
export NUM_CORES = 4
export LEC_CHECK = 1
export CORE_UTILIZATION = 40
==> /design/flow/constraint.sdc <==
current_design keyboardAttempt4

set clk_period 2.6
set clk_io_pct 0.2

create_clock -name clk0 -period $clk_period [get_ports {clk}]
create_clock -name clk1 -period $clk_period [get_ports {ps_clk}]

set non_clock_inputs [all_inputs -no_clocks]
set_input_delay [expr $clk_period * $clk_io_pct] -clock clk0 $non_clock_inputs
set_output_delay [expr $clk_period * $clk_io_pct] -clock clk0 [all_outputs]
==> flow_metrics.rpt <==
==== FLOW RESULTS ====
----------------------------------------------------
[Run status]
  Result of the run ........................ finished, violations left
  Violations in the final reports ........................ setup timing

[Pwr]
  Leakage power figure ........................ 1.86 nW
  Net switching power of the design ........................ between 0.2 and 0.3 mW
  VDD IR max ........................ 0.459 mV
  Switching Fraction ........................ 0.200
  Int Power ........................ 1.06 mW
  Sequential share of power ........................ 0.418
  Power density normalized to cell area ........................ 313 mW/mm²
  Combinational cell fraction of total power ........................ 0.034
  Clock network fraction of total power ........................ 0.547

[Routing]
  Iteration-0 DRC Markers ........................ 169
  DRC violation count after routing ........................ 0
  Detailed-route vias per instance ........................ 5.51
  Total wirelength of the detailed-routed design ........................ 8450 µm
  Vias ........................ around 2800
  ANT nets after route ........................ 0
  Detail-routed net length per standard cell ........................ 16.9 µm
  Count of inserted antenna diode cells ........................ 0
  Number of iterations in the first detailed-routing pass ........................ 4

[Clocking]
  Clock slew at reported path FFs ........................ 60 ps
  TritonCTS clock tree ........................ built
  Post-cts hold buffer count ........................ 0

[Setup path]
  Type of destination of the critical path ........................ flop
  Type of the worst setup path ........................ flop to flop
  Startpoint type of the worst setup path ........................ flop
  CP Data Required Time ........................ 2750 ps
  Logic depth of the worst register-to-register path ........................ 7
  Worst-path maximum fanout ........................ 6
  Crit path DAT ........................ 3520 ps

[Final layout]
  Area delta synth->final ........................ 59.8%
  Utilization after layout ........................ 0.665
  Most common logic cells in the final layout ........................ sky130_fd_sc_hd__buf_4 (86), sky130_fd_sc_hd__conb_1 (29), sky130_fd_sc_hd__buf_6 (27)
  Share of post-route cells with drive strength above 1 ........................ 0.492
  Filler Cell Count ........................ about 430
  Top logic cell by instance count in the layout ........................ sky130_fd_sc_hd__buf_4

[Yosys]
  Unique cell type count in the Yosys netlist ........................ 68
  Proportion of synthesized chip area in sequential cells ........................ 0.308
  Post-synth top area cell ........................ sky130_fd_sc_hd__buf_4
  Synth Area per Inst ........................ 8.99 µm²
  Fraction of synthesis flops using an asynchronous set or reset pin ........................ 0.294
  Main flop type after synthesis ........................ sky130_fd_sc_hd__dfxtp_1
  Synth Cell Area ........................ 0.00264 mm²
  Number of synthesized flops with an enable pin ........................ 8
  Fraction of post-synthesis cell area in the top cell type by area ........................ 0.128
  Top area cells in the synthesized netlist ........................ sky130_fd_sc_hd__buf_4 (13%), sky130_fd_sc_hd__dfxtp_1 (12%), sky130_fd_sc_hd__edfxtp_1 (9.1%)
  Gate Count Post-Synth ........................ 294
  Flip-flop and latch count after synthesis ........................ 34
  Synthesis area per yosys ........................ 0.00264 mm²
  Synth Warn # ........................ 9
  # Cells Yosys ........................ 294

[Timing]
  Final number of setup-violating endpoints ........................ 24
  Number of slew-limit violations in the final report ........................ 0
  Final clock skew ........................ 63.2 ps
  RSZ-0062 raised after global routing ........................ true
  Final Hold Viols ........................ 0
  Final critical-path setup slack ........................ -771 ps

[Worst hold path]
  Type of the most critical hold path ........................ flop to asynchronous set/reset pin

[Placement]
  Detailed-placement wirelength estimate ........................ just under 6000 µm
  Count of port buffers added during placement ........................ 27
  Worst setup slack after placement ........................ -660 ps
  Placer Congestion ........................ 0.948

[Global route]
  Number of global-route vias before repair ........................ approximately 2600
  Global-route wire length before repair ........................ roughly 13000 µm
  Pin count of the biggest net entering global routing ........................ 16
  GRT Util Overall ........................ 0.252
  Antenna violations before repair ........................ 0
  Global-route congestion overflow total ........................ 0

[Job]
  Count of tool warnings ........................ 33
  Max Cap Viol ........................ 0

[Floorplan]
  Core area ........................ 0.00635 mm²
  # IOs ........................ 57
  Die outline width ........................ 83.3 µm
  Area of the chip ........................ 0.00694 mm²
  FP Rows ........................ 29
  Floorplan utilization ........................ 0.416
  Die height ........................ 83.3 µm

----------------------------------------------------
## through the flow
| step | setup TNS (ps) | total power, mW | instance area (µm²) | hold slack [ps] | cells |
|---|---|---|---|---|---|
| 5_1_grt | -14860 | 1.39 | 4220 | 335 | 500 |
| 2_1_floorplan | -5600 | 0.648 | 2820 | 269 | 321 |
| 6_report | -13120 | 1.32 | 4220 | 310 | 500 |
| 4_1_cts | -12410 | 1.33 | 4060 | 286 | 500 |
| 3_3_place_gp | -11100 | 0.648 | 3340 | 268 | 442 |
| 3_5_place_dp | -11210 | 0.647 | 3340 | 274 | 442 |
## path summary, 6_finish.rpt
| kind | startpoint | end | slack [ps] |
|---|---|---|---|
| worst max-delay path | data[5]$_DFFE_NP_ | hex_out[3]$_SDFF_PP0_ | -770 |
| worst min-delay path | counter[3]$_DFF_NP0_ | counter[3]$_DFF_NP0_ | 310 |
| worst max register to register | data[5]$_DFFE_NP_ | hex_out[3]$_SDFF_PP0_ | -770 |
| worst min register to register | counter[3]$_DFF_NP0_ | counter[3]$_DFF_NP0_ | 310 |
| max in group clk1 | ps_data | data[2]$_DFFE_NP_ | 350 |
| max in group asynchronous | counter[6]$_DFF_NP0_ | cnt$_DFF_NP1_ | 1690 |
| min in group clk0 | regToFSM[1]$_DFF_P_ | regToFSM[1]$_DFF_P_ | 480 |
| min in group clk1 | counter[7]$_DFF_NP0_ | counter[7]$_DFF_NP0_ | 570 |
## cell families (layout without fill, tap and decap cells)
family,Yosys count,in the layout,share of synthesized area
fa+ha+maj,4,4,0.0189
flops,34,34,0.308
mux,1,1,0.00379
buf+inv,67,168,0.170
xor+xnor,7,7,0.0232
other cells,2,29,0.00284
simple gates,122,123,0.318
compound gates,57,57,0.155
## power groups by stage
stage	logic (mW)	registers, mW	clock network (mW)
4_1_cts	0.0425	0.553	0.733
5_1_grt	0.0507	0.552	0.785
6_report	0.0455	0.553	0.723
## registers in the layout, summed over array words and instances (netlist names)
| name | cells |
|---|---|
| valid | 1 |
| data | 8 |
| regToFSM | 2 |
| hex_out | 14 |
| cnt | 1 |
| counter | 8 |
## metal layers
layer,global-route usage,up-vias,routed length [µm]
met4,0.0925,0,335
li1,-,1286,-
met2,0.363,142,3710
met5,0,-,0
met3,0.0525,33,614
met1,0.384,1292,3790
## area by class of cell
cell class | instances | area, µm² | area share
clock inverter | 11 | 67.6 | 0.0160
timing repair buffer | 139 | 1180 | 0.281
inverter | 7 | 26.3 | 0.00622
multi-input combinational | 221 | 1890 | 0.447
clock buffer | 11 | 148 | 0.0350
tap | 77 | 96.3 | 0.0228
sequential | 34 | 813 | 0.193
## timing repair
| action | in CTS | in global routing |
|---|---|---|
| gates cloned | 1 | 0 |
| setup buffers | 37 | 6 |
| pin swaps | 25 | 12 |
| setup endpoints to repair | 24 | 24 |
| gates resized | 85 | 36 |
## critical path: stages, from the launching register on
cell and delay [ps]:
sky130_fd_sc_hd__edfxtp_1 410, sky130_fd_sc_hd__buf_4 180, sky130_fd_sc_hd__or4b_4 600, sky130_fd_sc_hd__nor2_4 150, sky130_fd_sc_hd__a41oi_2 50, sky130_fd_sc_hd__nand4b_1 190, sky130_fd_sc_hd__buf_4 150, sky130_fd_sc_hd__nor3_2 30
## cells in the mapped netlist, types with 7 or more instances
master	number
sky130_fd_sc_hd__buf_4	45
sky130_fd_sc_hd__dfxtp_1	16
sky130_fd_sc_hd__nor2_1	15
sky130_fd_sc_hd__nand2_1	13
sky130_fd_sc_hd__o22ai_1	11
sky130_fd_sc_hd__nor3_1	10
sky130_fd_sc_hd__nor4_1	10
sky130_fd_sc_hd__a21oi_1	8
sky130_fd_sc_hd__and2_1	8
sky130_fd_sc_hd__dfrtn_1	8
sky130_fd_sc_hd__edfxtp_1	8
sky130_fd_sc_hd__nand2b_1	8
sky130_fd_sc_hd__o21ai_0	8
sky130_fd_sc_hd__nand3_1	7
Power is estimated from default activity; no workload was simulated.
