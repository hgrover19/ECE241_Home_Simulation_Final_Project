### ./run.sh
#!/bin/bash
# OpenROAD 26Q1-2900-gdf79404cd8, Yosys 0.63+post, stock flow scripts
make -C /OpenROAD-flow-scripts/flow DESIGN_CONFIG=/design/flow/config.mk WORK_HOME=/design/flow/orfs finish
### ./config.mk
export PLATFORM = sky130hd
export DESIGN_NAME = part2fortesting
export DESIGN_NICKNAME = part2fortesting
export VERILOG_FILES = /design/flow/design.v
export SDC_FILE = /design/flow/constraint.sdc
export NUM_CORES = 4
export LEC_CHECK = 1
export CORE_UTILIZATION = 50
### ./constraint.sdc
current_design part2fortesting

set clk_period 6.9
set clk_io_pct 0.2

create_clock -name clk0 -period $clk_period [get_ports {iClock}]

set non_clock_inputs [all_inputs -no_clocks]
set_input_delay [expr $clk_period * $clk_io_pct] -clock clk0 $non_clock_inputs
set_output_delay [expr $clk_period * $clk_io_pct] -clock clk0 [all_outputs]
### ./design.v
module part2fortesting(iResetn,iPlotBox,iBlack,iColour,iLoadX,iXY_Coord,iClock,oX,oY,oColour,oPlot,oDone);
   parameter X_SCREEN_PIXELS = 8'd160;
   parameter Y_SCREEN_PIXELS = 7'd120;
   input wire iResetn, iPlotBox, iBlack, iLoadX;  
   input wire [2:0] iColour;  
   input wire [6:0] iXY_Coord;  
   input wire 	    iClock;
   output wire [7:0] oX;          
   output wire [6:0] oY;
   output wire [2:0] oColour;      
   output wire 	     oPlot;        
   output wire       oDone;        
    wire x_en, y_en, memory_en, black_en;
    wire [3:0] plotClock;
    wire [7:0] black_x;
    wire [6:0] black_y;
   controlpath cp1 (iClock, iResetn, iLoadX, iBlack, iPlotBox,
                x_en, y_en, memory_en, black_en, oPlot, oDone, plotClock, 
                X_SCREEN_PIXELS, Y_SCREEN_PIXELS, black_x, black_y);
    datapath dp1 (iClock, iResetn, iColour, iXY_Coord, X_SCREEN_PIXELS, Y_SCREEN_PIXELS,
                x_en, y_en, memory_en, black_en,
                oX, oY, oColour, plotClock, black_x, black_y);
endmodule  
module controlpath(Clock, ResetN, iLoadX, iBlack, iPlot, 
x_init_en, y_init_en, memory_init, black_init, draw_en, oDone, plotClock,
X_SCREEN_PIXELS, Y_SCREEN_PIXELS, black_x, black_y);
    input Clock, ResetN, iLoadX, iBlack, iPlot;
    input [3:0] plotClock;
    input [7:0] black_x;
    input [6:0] black_y;
    output reg x_init_en, y_init_en, memory_init, black_init, draw_en, oDone;
    reg [2:0] current_state, next_state;
    parameter load_x = 3'd0,
    load_x_wait = 3'd1,
    load_y = 3'd2,
    load_y_wait = 3'd3,
    memory = 3'd4,
    draw_wait = 3'd5,
    draw_black = 3'd6,
    draw_done = 3'd7;
    input [7:0] X_SCREEN_PIXELS;
    input [6:0] Y_SCREEN_PIXELS;
    always@(*)
        begin: state_table
            case (current_state)
            load_x: next_state = iLoadX ? load_x_wait : load_x;
            load_x_wait: next_state = iLoadX ? load_x_wait : load_y;
            load_y: next_state = iPlot ? load_y_wait : load_y;  
            load_y_wait: next_state = iPlot ? load_y_wait : memory;
            memory: begin
                if (plotClock == 4'd15)  
                    next_state = draw_wait;
                else
                    next_state = memory;
            end
            draw_wait: next_state = draw_done;
            draw_done: next_state = load_x;
            draw_black: begin
                if (black_x == (X_SCREEN_PIXELS - 1) && black_y == (Y_SCREEN_PIXELS - 1))
                    next_state = draw_wait;
                else
                    next_state = draw_black;
            end
            default: next_state = load_x;
            endcase
        end
    always @(*)
    begin: enable_signals
        x_init_en = 1'b0;
        y_init_en = 1'b0;
        memory_init = 1'b0;
        black_init = 1'b0;
        draw_en = 1'b0;
        oDone = 1'b0;
        case (current_state)
        load_x: begin
            x_init_en = 1'b1;
        end
        load_y: begin
            y_init_en = 1'b1;
        end
        memory: begin
            memory_init = 1'b1;
            draw_en = 1'b1;
        end
        draw_black: begin
            black_init = 1'b1;
            draw_en = 1'b1;
        end
        draw_done: oDone = 1'b1;
        endcase
    end
    always@(posedge Clock)
    begin: state_FFs
        if(!ResetN)
            current_state <= load_x;
        else if(iBlack)
            current_state <= draw_black;
        else
            current_state <= next_state;
    end  
endmodule
module datapath(Clock, ResetN, iColour, iXY, X_SCREEN_PIXELS, Y_SCREEN_PIXELS,
                x_init_en, y_init_en, memory_init, black_init, 
                oX, oY, oColour, plotClock, black_x, black_y);
    input Clock, ResetN, x_init_en, y_init_en, memory_init, black_init;
    input [7:0] X_SCREEN_PIXELS;
    input [6:0] Y_SCREEN_PIXELS;
    input [6:0] iXY;
    input [2:0] iColour;
    reg [7:0] X_register;
    reg [6:0] Y_register;
    reg [2:0] Colour_register;
    output reg [7:0] oX, black_x;
    output reg [6:0] oY, black_y;
    output reg [2:0] oColour;
    output reg [3:0] plotClock;
    always@(posedge Clock) begin
        if(!ResetN) begin
            X_register <= 0;
            Y_register <= 0;
            Colour_register <= 0;
        end
        else begin
            if (x_init_en) X_register <= {1'b0, iXY};  
            else if (y_init_en) begin
                Y_register <= iXY;
                Colour_register <= iColour;
            end
            else if(memory_init) begin
                oX <= X_register + plotClock[1:0];  
                oY <= Y_register + plotClock[3:2];  
                oColour <= Colour_register;  
            end
            else if(black_init)begin
                oX <= black_x;
                oY <= black_y;
                oColour <= 0;
            end
        end
    end
    always @(posedge Clock)
    begin
        if (!ResetN) 
        begin
            plotClock <= 4'd0;
            black_x <= 0;
            black_y <= 0;
        end
        else if (plotClock == 4'd15)
        begin
            plotClock = 4'd0;
        end
        else if(memory_init) plotClock <= plotClock +1;  
        else if ((black_x == X_SCREEN_PIXELS-1) & (black_y == Y_SCREEN_PIXELS-1))  
        begin
            black_x <= 0;
            black_y <= 0;
        end
        else if (black_x == X_SCREEN_PIXELS-1)  
        begin
            black_x <= 0;  
            black_y <= black_y + 1 ;
        end
        else if(black_init)
            black_x <= black_x +1;  
        end
endmodule
==> GITHUB_STEP_SUMMARY <==
### Yosys + OpenROAD results

| Metric | Value |
|---|---|
| Cell count after synthesis | `296` |
| Tool warnings | `26` |
| Non-Filler Instances | `405` |
| Gate power share | `5.0%` |
| Die width | `78.1 um` |
| CTS tree | `yes` |
| Min Clock Period, post-route | `2.98 ns` |
| Via count | `2113` |
| Tightest Pin Transition | `0.864 ns` |
| Core area | `5540 um2` |
| Resize count post-CTS | `0` |
| Most numerous logic cell after layout | `dfxtp_1` |
| Pwr dens | `198 nW/um2` |
| Sequential share of power | `57.3%` |
| # rows | `27` |
| Asr flop ratio synth | `0%` |
| Core utilization at floorplan | `52.3%` |
| Fillcell total | `485` |
| Final setup violation count | `0` |
| Worst hold start | `cp1.current_state[5]$_DFF_P_` |
| Setup crit start | `iResetn` |
| Max-Cap Viols | `0` |
| I/O Pins | `35` |
| DR iter-0 viols | `113` |
| Longest Clk Path Bufs | `2` |
| Sw power | `149 uW` |
| Static Leak | `0.00124 uW` |
| Yosys Chip Area | `2900 um2` |
| Register share after synthesis | `49.0%` |
| Setup TNS | `0 ns` |
| Flip-flops with a built-in enable | `18` |
| Wirelength per Cell | `14.5 um` |
| Switching part of the total | `22.0%` |
| Flops after synth | `62` |
| Most frequent cells in the layout | `44 x dfxtp_1, 34 x nand2_1, 34 x clkdlybuf4s50_1` |
| Post-synth cell types | `44` |
| Rel. slew slack | `42.4%` |
| Hold WS | `0.408 ns` |
| Type of the worst setup path | `in2reg` |
| Clock sinks | `62` |
| Insertion Delay late pin | `0.33 ns` |
| Post-CTS setup buffer count | `0` |
| RSZ-0062 raised after global routing | `false` |
| Largest net degree at the start of global routing | `36` |
| GPL Wtd Cong | `0.835` |
| Antenna cells | `0` |
| CP required | `6.86 ns` |
| DR vias/cell | `5.22` |
| YS warnings | `2` |
| Worst setup SP type | `primary input` |
| Area grow syn2layout | `17.9%` |
| Status | `completed` |
| Final core occ | `61.7%` |
| Total GRT Usage | `21.7%` |
| Worst-path clk slew | `0.06 ns` |
| Max VDD drop | `0.151 mV` |
| Fmax | `336 MHz` |
| Pre-antenna DRT Iters | `4` |
| H-Tree Depth | `3` |
| Yosys Instances | `296` |
| Internal power | `529 uW` |
| Total clock buffers created by CTS | `9` |
| Vias in the first global route | `2035` |
| Share of layout cells above drive strength 1 | `6.01%` |
| Detail Placement HPWL | `4.02 mm` |
| Routed wire length | `5.86 mm` |
| Ys flop type | `dfxtp_1` |
| Avg Synthesized Cell Area | `9.79 um2` |
| CTS root buf | `clkbuf_8` |
| IO Port Bufs | `34` |
| Overflow after GRT | `0` |
| Post-DRT Antenna Nets | `0` |
| Crit path max fanout | `35` |
| DIE HEIGHT | `78.1 um` |
| R2R Path Start | `dp1.black_x[0]$_SDFFE_PN0P_` |
| Skew final | `0.00508 ns` |
| Inst Count DP | `389` |
| Period utilisation layout | `43.1%` |
| Hold Crit Class | `reg2reg` |
| Final Hold Vio Count | `0` |
| First-pass GRT wire length | `9.75 mm` |
| Slew Limit Fails | `0` |
| Drc violations | `0` |
| Clock power share | `37.7%` |
| Chip area | `6110 um2` |
| Crit. End Element | `register` |
| CTS Hold Bufs | `0` |
| Initial antenna violation count | `0` |
| Area of the mapped netlist | `2900 um2` |
| Arr. time, crit path | `2.93 ns` |
## cells in the mapped netlist, types with 10 or more instances
master | count | share of area [%]
inv_1 | 13 | 1.7
a21oi_1 | 17 | 2.9
edfxtp_1 | 18 | 19
xnor2_1 | 11 | 3.3
clkbuf_1 | 10 | 1.3
nor2b_1 | 12 | 2.6
nor2_1 | 25 | 3.2
nand2_1 | 34 | 4.4
dfxtp_1 | 44 | 30
mux2i_1 | 10 | 3.5
a21boi_0 | 12 | 3.1
## power by group through the flow
| stage | clock network, uW | registers, uW | logic, uW |
|---|---|---|---|
| after global routing | 278 | 389 | 38.0 |
| after CTS | 264 | 388 | 34.5 |
| final | 255 | 388 | 34.2 |
## metal layers
metal  global-route usage, %  vias up  share of wire, %
li1                        -     1085                 -
met1                    34.7      992                50
met2                    33.2       31                45
met3                    4.72        5               3.9
met4                    2.04        0               1.1
met5                       0        -                 0
## cells by family (layout without fill, tap and decap cells)
logic type	Yosys count	count (layout)	share of synthesized area (%)
AND-OR/OR-AND	50	50	11.6
adder cells (fa/ha/maj)	9	9	4.40
XOR/XNOR	19	19	5.74
buffers and inverters	28	65	4.40
AND/OR/NAND/NOR	114	114	19.9
multiplexers	14	14	5.01
flip-flops	62	62	49.0
## layout make-up
cell class                 instances  area, um2  area share, %
clock buffer                      13        139           4.06
clock inverter                     3       12.5          0.366
inverter                          13       48.8           1.43
multi-input combinational        206       1350           39.5
sequential                        62       1420           41.6
tap                               72       90.1           2.64
timing repair buffer              36        355           10.4
## critical path: stages
cell and delay (ns):
clkdlybuf4s50_1 0.46, buf_4 0.29, and3_1 0.79
## state kept, by name, indices dropped and copies added, names as in the netlist
register and count:
dp1.oY 7, dp1.plotClock 4, dp1.Colour_register 3, dp1.X_register 7, dp1.black_y 7, dp1.oX 8, dp1.oColour 3, cp1.current_state 8
dp1.Y_register 7, dp1.black_x 8
## final timing paths
kind | to | depth (start not counted) | slack (ns)
max | dp1.oY[1]$_DFFE_PP_ | 3 | 3.92
min | cp1.current_state[7]$_DFF_P_ | 2 | 0.41
max reg2reg | dp1.black_y[4]$_SDFFE_PN0P_ | 5 | 4.85
min reg2reg | cp1.current_state[7]$_DFF_P_ | 2 | 0.41
## metrics by stage
stage               cell area, um2  worst slack, ns  total power [uW]
floorplan                     2900             4.17               413
global placement              3270             3.59               430
detailed placement            3270             3.56               431
CTS                           3420             3.91               687
global route                  3420             3.84               706
finish                        3420             3.92               678
No activity file was given, so power comes from the tool's default toggle rates.
